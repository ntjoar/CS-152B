==> design/flow/design.v <==
module addbit (
	input a,
	input b,
	input cin, 
	output co,
	output sum
);
	assign sum = (~((a & ~b) | (~a & b)) & cin) | (((a & ~b) | (~a & b)) & ~cin);
	assign co = (a & b) | (((a & ~b) | (~a & b)) & cin); 
endmodule
module add16 (
	input [15:0] a,
	input [15:0] b,
	output co,
	output [15:0] sum
);
	wire carry [0:15];
	wire [15:0] result;
	addbit u0(a[0], b[0], 1'b0, carry[0], result[0]);
	addbit u1(a[1], b[1], carry[0], carry[1], result[1]);
	addbit u2(a[2], b[2], carry[1], carry[2], result[2]);
	addbit u3(a[3], b[3], carry[2], carry[3], result[3]);
	addbit u4(a[4], b[4], carry[3], carry[4], result[4]);
	addbit u5(a[5], b[5], carry[4], carry[5], result[5]);
	addbit u6(a[6], b[6], carry[5], carry[6], result[6]);
	addbit u7(a[7], b[7], carry[6], carry[7], result[7]);
	addbit u8(a[8], b[8], carry[7], carry[8], result[8]);
	addbit u9(a[9], b[9], carry[8], carry[9], result[9]);
	addbit u10(a[10], b[10], carry[9], carry[10], result[10]);
	addbit u11(a[11], b[11], carry[10], carry[11], result[11]);
	addbit u12(a[12], b[12], carry[11], carry[12], result[12]);
	addbit u13(a[13], b[13], carry[12], carry[13], result[13]);
	addbit u14(a[14], b[14], carry[13], carry[14], result[14]);
	addbit u15(a[15], b[15], carry[14], carry[15], result[15]);
	assign sum = result;
	assign co = carry[15];
endmodule 
==> design/flow/run.sh <==
#!/bin/bash
# OpenROAD 26Q1-2900-gdf79404cd8, Yosys 0.63+post, stock flow scripts
make -C /OpenROAD-flow-scripts/flow DESIGN_CONFIG=/design/flow/config.mk WORK_HOME=/design/flow/orfs finish
==> design/flow/config.mk <==
export PLATFORM = sky130hd
export DESIGN_NAME = add16
export DESIGN_NICKNAME = add16
export VERILOG_FILES = /design/flow/design.v
export SDC_FILE = /design/flow/constraint.sdc
export NUM_CORES = 4
export LEC_CHECK = 1
export CORE_AREA = 10 10 70 70
export DIE_AREA = 0 0 80 80
==> design/flow/constraint.sdc <==
current_design add16

set clk_period 18.9
set clk_io_pct 0.2

create_clock -name clk0 -period $clk_period

set non_clock_inputs [all_inputs -no_clocks]
set_input_delay [expr $clk_period * $clk_io_pct] -clock clk0 $non_clock_inputs
set_output_delay [expr $clk_period * $clk_io_pct] -clock clk0 [all_outputs]
==> flow_summary.ini <==
; yosys + openroad results
[job]
tool_warnings = 32
maxCapViolCount = 0

[clock_tree]
cts_setup_buffers = 0
cts-resized-gates = 0
cts_hold_buf = 0

[logic_synthesis]
yosysUniqueCellTypes = 4
yosys_area_um2 = 452
netlist_area_um2 = 452
yosysTopAreaCell = fa_1
synth.area.top_cells = fa_1, buf_4, inv_1, ha_1
top_area_share_pct = 66.5
ys_seq_share_pct = 0
syn_area_per_cell_um2 = 12.2
ys_warn_count = 1
netlist_instances = 37
ys_cells = 37

[floorplan]
fp_util_pct = 13.2
die_x_um = 80
row_count = 21
chipArea_um2 = 6400
die_y_um = 80
boundaryPins = 49
core_um2 = 3420

[placement]
dpl_worst_slack_ps = 4250
gp_congestion = 0.877
io_buffers = 49
dpl_cell_area_um2 = 880

[global_route]
track_usage_pct = 4.21
grt_pass1_vias = 416
met2_usage_pct = 4.98
grt.met3_usage_pct = 5.11
antenna_found_initial = 0
grt_max_degree = 2
grt-busiest-layer = met3
grt_overflow = 0
grt_pass1_wl_um = 2080
grt.met1_usage_pct = 5.01

[final_timing]
slew_violations = 0
tns_ps = 0
finalSetupViolCount = 0
min_period_ps = 14620
slew_headroom_pct = 92.8
finalHoldViolCount = 0
tightest_slew_ps = 108
max_freq_mhz = 68.4
period_used_pct = 77.3
rsz0062_at_grt = false
whs_ps = 8590
setup_ws_ps = 4280

[pwr]
power.density_nw_per_um2 = 30.7
p_total_w = 0.0000270
vdd_ir_drop_max_uv = 12.2
power.leakage_nw = 0.337

[detailed_routing]
drc = 0
wl_per_cell_um = 12.5
drtPass1Iterations = 2
antennaDiodeCount = 0
routed_via_density = 3.15
routed_wl_um = 1450
vias = 365
ant_nets = 0
drt_iter0_markers = 1

[final_layout]
stdcell_area_um2 = 880
syn2layout_area_growth_pct = 94.7
ff_latch_area_um2 = 0
final_cell_mix = clkdlybuf4s50_1, fa_1, inv_1
layout_top_cell = clkdlybuf4s50_1
comb_area_um2 = 313
num-fill-cells = 378
design.seq.count = 0
clkbuf_count = 0
layout-drive-gt1-share_pct = 0

[setup_path]
crit_type = input pin to output port
start_kind = input pin
crit_arrival_ps = 10840
cp_max_fo = 1
end_kind = output port
crit_required_ps = 15120

[hold_path]
whs_path_depth = 3
min-delay-path-class = input pin to output port

[status]
status = complete, no violations
[Yosys cell counts]
library cell	n
buf_4	16
fa_1	15
inv_1	5
ha_1	1
[stage by stage]
stage,util [%],instances
after floorplan,-,37
after global placement,25.8,116
after detailed placement,25.8,116
after CTS,25.8,116
after global routing,25.8,116
final,25.8,116
[area by class of cell]
class / count / area share (%)
repair buffers: 49 / 55.8
multi-input cells: 16 / 35.6
well taps: 46 / 6.54
inverters: 5 / 2.13
[path summary, 6_finish.rpt]
kind | startpoint | end | slack [ps]
worst max-delay path | a[0] | sum[15] | 4280
worst min-delay path | b[0] | sum[0] | 8590
[report_power, final]
group	switching (W)	internal, W	leakage (nW)	total [W]
clock network	0	0	0	0
registers	0	0	0	0
logic	0.00000681	0.0000202	0.337	0.0000270
[metal layers]
layer	routed length, um	part of all wire (%)
met3	480	33
met4	0	0
met2	428	30
met1	540	37
met5	0	0
[kinds of logic (layout without fill, tap and decap cells)]
logic type	count (synthesis)	in the layout	synth area share, %
fa+ha+maj	16	16	69.3
buf+inv	21	54	30.7
[critical path, stage by stage]
cell	delay [ps]
clkdlybuf4s50_1	400
ha_1	210
fa_1	380
fa_1	400
fa_1	400
fa_1	390
fa_1	380
fa_1	380
fa_1	380
fa_1	390
fa_1	390
fa_1	390
fa_1	390
fa_1	390
fa_1	390
fa_1	370
inv_1	70
fa_1	400
inv_1	60
clkdlybuf4s50_1	470
Power is estimated from default activity; no workload was simulated.
